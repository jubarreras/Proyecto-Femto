==> flow/design.v <==
module acc (clk , A, add, rst, pp);
  input clk;
  input [31:0] A;
  input add;
  input rst; 
  output reg [31:0] pp;
initial pp = 0;
always @(negedge clk)
  if (rst) 
   pp = 32'h00000000;
  else
     begin
      if (add) pp = pp + A;
      else pp = pp;
     end
endmodule
module comp(B, z);
  input [15:0]B;
  output z;
  reg tmp;
  initial tmp = 0;
  assign z = tmp;
    always@(*)
      tmp = (B==0) ? 1'b1 : 1'b0;
endmodule
module control_mult( clk , rst , lsb_B , init , z , done , sh , reset , add );
 input clk;
 input rst;
 input lsb_B;
 input init; 
 input z;
 output reg done;
 output reg sh;
 output reg reset;
 output reg add;
 parameter START  = 3'b000;
 parameter CHECK  = 3'b001;
 parameter SHIFT  = 3'b010;
 parameter ADD  = 3'b011;
 parameter END  = 3'b100;
 reg [2:0] state;
 initial begin
  done = 0;
  sh = 0;
  reset = 0;
  add = 0;
  state = 0;
 end
reg [7  :0] count;
always @(posedge clk) begin
    if (rst) begin
      state = START;
    end else begin
    case(state)
      START:begin
        done = 0;
        sh = 0;
        reset = 1;
        add = 0;
        count=0;
        if(init)
          state = CHECK;
        else
          state = START;
      end
     CHECK: begin
      done = 0;
      sh = 0;
      reset = 0;
      add = 0;
      if(lsb_B)
        state = ADD;
      else
        state = SHIFT;
     end   
     SHIFT: begin
      done = 0;
      sh = 1;
      reset = 0;
      add = 0;
      if(z)
        state = END;
      else
        state = CHECK;
     end
     ADD: begin
        done = 0;
        sh = 0;
        reset = 0;
        add = 1;
        state = SHIFT;
     end
     END:begin
        done = 1;
        sh = 0;
        reset = 0;
        add = 0;
        count = count + 1;
        state = (count>180) ? START : END ;  
     end
     default: state = START;
   endcase
  end
end
endmodule
module lsr (clk , in_A , shift , load , s_A);
  input clk;
  input [15:0]in_A;
  input load;
  input shift;
  output reg [31:0]s_A;
always @(negedge clk)
  if(load)
     s_A = in_A ;
  else
   begin
    if(shift) s_A = s_A << 1 ;
    else  s_A = s_A;
   end
endmodule
module mult_32(clk , rst , init , A , B , pp , done);
  input rst;
  input clk;
  input init;
  input [15:0] A;
  input [15:0] B;
  output [31:0] pp;
  output done;
  wire w_sh;
  wire w_reset;
  wire w_add;
  wire w_z;
  wire [31:0] w_A;
  wire [15:0] w_B;
  rsr rsr0 (.clk(clk), .in_B(B) , .shift(w_sh) , .load(w_reset) , .s_B(w_B));
  lsr lsr0 (.clk(clk), .in_A(A) , .shift(w_sh) , .load(w_reset) , .s_A(w_A));
  comp comp0(.B(w_B), .z(w_z));
  acc acc0 (.clk(clk), .A(w_A) , .add(w_add), .rst(w_reset), .pp(pp));
  control_mult control0 (.clk(clk), .rst(rst) , .lsb_B(w_B[0]) , .init(init) , .z(w_z) , .done(done) , .sh(w_sh) , .reset(w_reset) , .add(w_add) );
endmodule
module rsr (clk, in_B , shift , load , s_B);
  input clk;
  input [15:0]in_B;
  input load;
  input shift;
  output reg [15:0]s_B;
always @(negedge clk)
  if(load)
     s_B = in_B ;
  else
   begin
    if(shift) s_B = s_B >> 1;
    else s_B = s_B;
   end
endmodule
==> flow/run.sh <==
#!/bin/bash
# OpenROAD 26Q1-2900-gdf79404cd8, Yosys 0.63+post, stock flow scripts
make -C /OpenROAD-flow-scripts/flow DESIGN_CONFIG=/design/flow/config.mk WORK_HOME=/design/flow/orfs finish
==> flow/config.mk <==
export PLATFORM = sky130hd
export DESIGN_NAME = mult_32
export DESIGN_NICKNAME = mult_32
export VERILOG_FILES = /design/flow/design.v
export SDC_FILE = /design/flow/constraint.sdc
export NUM_CORES = 4
export LEC_CHECK = 1
export CORE_UTILIZATION = 40
==> flow/constraint.sdc <==
current_design mult_32

set clk_period 8.8
set clk_io_pct 0.2

create_clock -name clk0 -period $clk_period [get_ports {clk}]

set non_clock_inputs [all_inputs -no_clocks]
set_input_delay [expr $clk_period * $clk_io_pct] -clock clk0 $non_clock_inputs
set_output_delay [expr $clk_period * $clk_io_pct] -clock clk0 [all_outputs]
==> GITHUB_STEP_SUMMARY <==
## PnR job results

| Metric | Value |
|---|---|
| TritonCTS clock tree | `done` |
| Post-Syn Area | `around 5400 µm²` |
| Hold Crit Endpoint | `acc0.pp[19]` |
| R2R Setup Slk | `2.17 ns` |
| Max stage delay cell, worst path | `clkdlybuf4s50_1` |
| Post-CTS Setup Inserts | `0` |
| First-pass GRT wire length | `19300 µm` |
| DRT Pass-1 Iters | `5` |
| Total power | `1.29 mW` |
| Slew @ Worst Pin | `0.840 ns` |
| Relative slew slack | `0.438` |
| GR peak layer | `met1` |
| Post-synth seq share | `0.437` |
| Top_reg_cell synth | `dfxtp_1` |
| Total gr overflow | `0` |
| Area grow syn2layout | `27.1%` |
| Max incr delay on CP | `0.52 ns` |
| Max_cap viols | `0` |
| Core area | `roughly 13000 µm²` |
| DP Wirelength | `8020 µm` |
| PnR worst setup slack | `1.33 ns` |
| Vias | `4393` |
| Routed wire length per instance | `~13 µm` |
| Vias in the first global route | `4246` |
| Status | `completed` |
| Syn Inst Count | `546` |
| Leakage | `about 3.0 nW` |
| Site Rows | `41` |
| Largest net degree at the start of global routing | `33` |
| Via/cell ratio | `5.08` |
| Yosys cell count | `546` |
| Critical path required time | `7.04 ns` |
| Die height | `118 µm` |
| Die X-Extent | `118 µm` |
| Syn_area_per_cell | `9.83 µm²` |
| Reg2reg end | `acc0.pp[29]` |
| Unrepaired setup endpoints after global routing | `no` |
| CTS buffer count | `9` |
| Setup violations, final | `0` |
| Hold-fix buffers, CTS | `0` |
| M3 GR Usage | `0.0529` |
| Hold Crit Start | `acc0.pp[19]` |
| Skew final | `a little over 0.06 ns` |
| Crit path launch type | `flip-flop` |
| DRC Markers | `0` |
| Routability Congestion | `roughly 0.86` |
| GR Util met2 | `0.259` |
| Port Buffers | `67` |
| R2r startpoint | `control0.reset` |
| FF+latch area | `2340 µm²` |
| Routed Antenna Nets | `0` |
| Synthesis area per yosys | `5370 µm²` |
| Commonest Layout Cell | `inv_1` |
| Initial antenna violation count | `0` |
| Post-route design area | `6820 µm²` |
| Max FO, Critical Path | `4` |
| Fill cells | `1160` |
| Synth cell types | `about 56` |
| Post-Layout Cell Count | `864` |
| PwrDens | `190 nW/µm²` |
| Initial DRC count | `around 290` |
| Final hold viol count | `0` |
| Fraction of registers with async set/reset | `0` |
| Grt met1 use | `0.263` |
| Final wirelength | `between 10000 and 15000 µm` |
| H-tree level count | `3` |
| Top cells excl fill/tap | `96 x inv_1, 71 x nor2_1, 67 x clkdlybuf4s50_1, 51 x dfxtp_1` |
| Share of cells above drive strength 1 | `0.0882` |
| Hold Path Stages | `2` |
| Log Warnings | `about 110` |
| Logic area | `2880 µm²` |
| Clock Path Buffers | `2` |
| Yosys warning tally | `5` |
| Insertion Delay late pin | `0.41 ns` |
| Placement Cell Area | `roughly 6200 µm²` |
| Worst Hold Class | `reg -> reg` |
| Sink Count | `95` |
| FP Util | `0.418` |
| Max rail drop VDD | `0.120 mV` |
| Diodes inserted | `0` |
| CP endpoint kind | `output pin` |
| FF+latch count, synth | `approximately 95` |
| Die area | `~14000 µm²` |
| Clock Pin Slew Worst Setup and Hold Paths | `0.04 ns` |
| Ports | `68` |
| Setup Total Neg Slack | `0 ns` |
| Slew Viols, Final | `0` |
| Critical path class | `reg -> out` |
| Post_cts resized | `0` |
| Worst slack, placed | `1.69 ns` |
| Gr usage total | `0.176` |
| R2r worst-path depth | `5` |
| Crit path buffers/inverters | `1` |
| Flip-flops with a built-in enable | `44` |
| Clock root cell | `clkbuf_16` |
| Inst Count DP | `slightly below 800` |
| Worst EP arrival | `~5.7 ns` |
| CP top delay family | `buffers and inverters` |
| Crit path cell chain | `clkdlybuf4s50_1` |
[cell type report]
cell class / count / area share
Clock buffer: 10 / 0.0336
Timing Repair Buffer: 72 / 0.104
Multi-Input combinational cell: 414 / 0.423
Clock inverter: 85 / 0.0563
Tap cell: 172 / 0.0315
Inverter: 16 / 0.00880
Sequential cell: 95 / 0.343
[synthesized netlist by cell type, drive strengths merged, types with 4 or more instances]
cell type / count / area [µm²]
a211oi: 5 / 42.5
a21o: 4 / 30.0
a21oi: 40 / 204
a31oi: 6 / 37.5
and2: 4 / 25.0
and3: 7 / 48.8
buf: 4 / 16.3
clkbuf: 16 / 60.1
dfxtp: 51 / 1020
edfxtp: 44 / 1320
ha: 32 / 400
inv: 17 / 63.8
mux2: 31 / 349
mux2i: 34 / 340
nand2: 44 / 165
nand3: 12 / 65.1
nand4: 5 / 31.3
nor2: 71 / 267
nor3: 8 / 40.0
nor4: 5 / 31.3
o21ai: 28 / 144
o21bai: 9 / 67.6
or2: 6 / 37.5
xnor2: 21 / 184
xor2: 9 / 78.8
[cell families (layout without fill, tap and decap cells)]
kind of cell / after synthesis / after routing / synth area share
xor gates and xnor gates: 30 / 30 / 0.0490
buffers and inverters: 37 / 183 / 0.0261
and+or+nand+nor: 168 / 168 / 0.141
adders and majority gates: 34 / 34 / 0.0802
AOI/OAI and AO/OA: 117 / 117 / 0.139
DFF: 95 / 95 / 0.437
muxes: 65 / 65 / 0.128
[power breakdown]
part / total [mW] / leakage (nW) / switching (mW) / internal [mW]
Combinational: 0.202 / 1.52 / 0.0989 / 0.103
Clock: 0.558 / 0.579 / 0.261 / 0.297
Sequential: 0.533 / 0.860 / 0.0270 / 0.506
[stage by stage]
step	util	hold WS, ns
2_1_floorplan	-	0.432
3_3_place_gp	0.484	0.481
3_5_place_dp	0.484	0.482
4_1_cts	0.532	0.487
5_1_grt	0.532	0.505
6_report	0.532	0.481
[flip-flops by register name (all words and copies together) (netlist names)]
signal          count
acc0.pp            32
lsr0.s_A           32
control0.count      8
control0.reset      1
control0.done       1
control0.state      3
control0.add        1
rsr0.s_B           16
control0.sh         1
[worst max-delay path by stage]
stage	from	endpoint	slack [ns]	depth (start not counted)
final	acc0.pp[1]	pp[1]	1.33	1
after global routing	acc0.pp[1]	pp[1]	1.26	1
after CTS	acc0.pp[1]	pp[1]	1.29	1
[layer usage]
layer  up-vias  routed length [µm]
li1       2275                   -
met1      2022                5840
met2        86                4970
met3        10                 535
met4         0                 166
met5         -                   0
Power figures rest on the tool's default switching activity, not on a simulated workload.
