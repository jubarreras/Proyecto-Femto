### design/flow/config.mk
export PLATFORM = sky130hd
export DESIGN_NAME = bram
export DESIGN_NICKNAME = bram
export VERILOG_FILES = /design/flow/design.v
export SDC_FILE = /design/flow/constraint.sdc
export NUM_CORES = 4
export LEC_CHECK = 1
export CORE_UTILIZATION = 50
### design/flow/design.v
module bram (
   input             clk,
   input      [6:2] mem_addr,   
   output reg [31:0] mem_rdata,  
   input   	     cs,  
   input         rd,
   input         wr,
   input      [31:0] mem_wdata  
);
   reg [31:0] MEM [0:31];     
   wire [4:0] word_addr = mem_addr[6:2];
   always @(posedge clk) begin
      if(cs & rd) begin
         mem_rdata <= MEM[word_addr[4:0]];
      end
      if(cs & wr) begin
         MEM[word_addr[4:0]] <= mem_wdata;
      end 
   end
endmodule
### design/flow/run.sh
#!/bin/bash
# OpenROAD 26Q1-2900-gdf79404cd8, Yosys 0.63+post, stock flow scripts
make -C /OpenROAD-flow-scripts/flow DESIGN_CONFIG=/design/flow/config.mk WORK_HOME=/design/flow/orfs finish
### design/flow/constraint.sdc
current_design bram

set clk_period 4.6
set clk_io_pct 0.2

create_clock -name clk0 -period $clk_period [get_ports {clk}]

set non_clock_inputs [all_inputs -no_clocks]
set_input_delay [expr $clk_period * $clk_io_pct] -clock clk0 $non_clock_inputs
set_output_delay [expr $clk_period * $clk_io_pct] -clock clk0 [all_outputs]
==> results.sh <==
# physical design summary
export IMPL_port_buffers=72
export IMPL_cellLeakagePower_nw=15.9
export IMPL_top_area_share_pct=79.0
export IMPL_largest_area_cell="edfxtp_1"
export IMPL_ioPinCount=73
export IMPL_drt_first_pass_iters=5
export IMPL_ys_sh_mux_pct=12.8
export IMPL_synth_warning_count=1
export IMPL_synthTopCellsByCount="edfxtp_1, mux2i_1, o22ai_1"
export IMPL_r2r_end="mem_rdata[2]"
export IMPL_flop_cell="edfxtp_1"
export IMPL_r2r_cells=4
export IMPL_clkSlewWorstSetupHoldPaths_ns=0.06
export IMPL_yosysChipArea_sq_mm=0.0401
export IMPL_fp_util_pct=50.6
export IMPL_clock_sinks=1056
export IMPL_simple_gate_area_share_pct=2.23
export IMPL_regToRegSetupSlack_ns=2.66
export IMPL_ys_sh_aoi_pct=4.30
export IMPL_drc_errors=0
export IMPL_end_kind="flip-flop"
export IMPL_p_seq_share_pct=54.3
export IMPL_wl_per_cell_microns=28.0
export IMPL_htreeDepth=3
export IMPL_async_reset_ff_share_pct=0
export IMPL_dp_cells=3232
export IMPL_warnings=26
export IMPL_cts_buffers=106
export IMPL_n_antenna_cell=0
export IMPL_syn_inst=2110
export IMPL_synth_cell_types=23
export IMPL_hold_viol_final=0
export IMPL_timing_critical_path_from="mem_addr[5]"
export IMPL_syn_cell_area_sq_mm=0.0401
export IMPL_layoutNonFillerInstCount=3428
export IMPL_peakVddDrop_uv=346
export IMPL_r2r_start="MEM[14][2]"
export IMPL_design_area_sq_mm=0.0464
export IMPL_fp_dieArea_sq_mm=0.0814
export IMPL_grt_pass1_wl_microns=140000
export IMPL_power_internal_w=0.0157
export IMPL_grt_overflow=0
export IMPL_period_minus_slack_ns=3.47
export IMPL_most_common_cell="edfxtp_1"
export IMPL_switching_share_pct=20.3
export IMPL_fin_util_pct=58.5
export IMPL_insertion_delay_ns=0.66
export IMPL_finClkSkew_ns=0.0137
export IMPL_p_comb_share_pct=4.2
export IMPL_core_sq_mm=0.0793
export IMPL_tightest_slew_ns=0.969
export IMPL_place_gp_congestion=0.869
export IMPL_wl_microns=95900
export IMPL_area_leaders="edfxtp_1, mux2i_1, o22ai_1, buf_2, nor4_1"
export IMPL_maxSlewHeadroom_pct=34.8
export IMPL_rsz0062_at_grt="false"
export IMPL_cts_hold_buf=0
export IMPL_synth_flops=1056
export IMPL_slew_viol_final=0
export IMPL_cts_root_buf="clkbuf_16"
export IMPL_power_density_mw_per_mm2=425
export IMPL_synth_stat_cells=2110
export IMPL_yosys_area_share_xor_xnor_pct=0
export IMPL_cts_setup_buffers=0
export IMPL_antenna_found_initial=5
export IMPL_drt_iter0_drc=1185
export IMPL_route_antenna_remaining_nets=0
export IMPL_setup_tns_final_ns=0
export IMPL_edf_count=1056
export IMPL_topCombFamilyByArea="multiplexers"
export IMPL_switching_power_w=0.00400
export IMPL_ctsLongestPathBuffers=3
export IMPL_worst_hold_path_type="flip-flop to flip-flop"
export IMPL_syn_avg_cell_area_sq_um=19.0
export IMPL_status="completed"
export IMPL_dp_hpwl_microns=53600
export IMPL_via_count=20200
export IMPL_setup_viol=0
export IMPL_crit_type="primary input to flip-flop"
export IMPL_track_usage_pct=26.8
export IMPL_die_w_microns=285
export IMPL_areaGrowthSynthToFinish_pct=15.6
export IMPL_cp_max_fo=24
export IMPL_row_count=103
export IMPL_dpl_cell_area_sq_mm=0.0431
export IMPL_adder_share_pct=0
export IMPL_vias_per_cell=5.89
export IMPL_post_cts_resized=0
export IMPL_grt_max_degree=79
export IMPL_drive_above_1_share_pct=14.2
export IMPL_startpoint_type="primary input"
export IMPL_worstPathArrival_ns=3.84
export IMPL_cp_required_ns=4.97
export IMPL_cts_tree="done"
export IMPL_max_freq_mhz=288
export IMPL_drv_cap=0
export IMPL_finalCritPeriodShare_pct=75.4
export IMPL_ys_seq_share_pct=79.0
export IMPL_p_clk_share_pct=41.5
export IMPL_setup_worst_path_end="mem_rdata[2]"
export IMPL_die_h_microns=285
export IMPL_grt_pass1_vias=21100
[critical path: stages]
cell,delay (ns)
clkdlybuf4s50_1,0.94
or4_2,0.77
o22ai_1,0.21
nor4_1,0.82
nand2_1,0.15
[power by group through the flow]
stage	logic (W)	registers [W]	clock network, W
finish	0.000835	0.0107	0.00818
global route	0.000904	0.0107	0.00869
CTS	0.000842	0.0107	0.00829
[cells in the final DEF (no fill, tap or decap), types with 5 or more instances in the layout]
cell type / n
edfxtp_1: 1056
clkdlybuf4s50_1: 71
clkinv_2: 20
nor2_4: 28
bufinv_16: 8
clkbuf_16: 108
mux2i_1: 512
nand4bb_2: 6
o22ai_1: 236
clkinv_1: 31
nand2_1: 36
nand4b_1: 5
o22ai_2: 20
clkbuf_1: 21
buf_4: 98
buf_12: 28
nor4_1: 64
[through the flow]
step / total power [W] / setup WS [ns] / hold slack, ns
floorplan: 0.0113 / 0.0136 / 0.651
global placement: 0.0117 / 0.563 / 0.705
detailed placement: 0.0118 / 0.513 / 0.708
CTS: 0.0198 / 1.24 / 0.725
global route: 0.0203 / 0.959 / 0.772
finish: 0.0197 / 1.13 / 0.723
[sequential cells by signal, summed over array words and instances (netlist names)]
register and flops:
mem_rdata 32, MEM 1024
[metal layers]
layer | track usage (%) | wire [microns] | vias to the layer above
met5 | 1.10 | 161 | -
met4 | 3.41 | 1530 | 14
met3 | 19.9 | 15900 | 124
met2 | 39.0 | 45800 | 1169
met1 | 35.9 | 32500 | 9869
li1 | - | - | 9009
[how the worst min path moves through the flow]
stage | start | endpoint | slack [ns] | depth (start not counted)
finish | MEM[29][19] | mem_rdata[19] | 0.72 | 4
global route | MEM[4][24] | mem_rdata[24] | 0.77 | 4
CTS | MEM[24][18] | mem_rdata[18] | 0.73 | 4
[logic make-up (layout without fill, tap and decap cells)]
group	Yosys count	after routing
AOI/OAI and AO/OA	256	256
buffers and inverters	126	394
DFF	1056	1056
muxes	512	512
and+or+nand+nor	160	160
[layout make-up]
cell class / count / area, sq um
repair buffers: 198 / 2020
clock inverters: 67 / 542
flip-flops and latches: 1056 / 31700
fillers: 5596 / 32900
well taps: 1050 / 1310
multi-input cells: 928 / 8010
clock buffers: 129 / 2780
Power and IR drop assume default switching activity.
